`flow/run.sh`:
```
#!/bin/bash
# OpenROAD 26Q1-2900-gdf79404cd8, Yosys 0.63+post, stock flow scripts
make -C /OpenROAD-flow-scripts/flow DESIGN_CONFIG=/design/flow/config.mk WORK_HOME=/design/flow/orfs finish
```
`flow/config.mk`:
```
export PLATFORM = sky130hd
export DESIGN_NAME = pac_ROM
export DESIGN_NICKNAME = pac_ROM
export VERILOG_FILES = /design/flow/design.v
export SDC_FILE = /design/flow/constraint.sdc
export NUM_CORES = 4
export LEC_CHECK = 1
export CORE_UTILIZATION = 30
```
`flow/constraint.sdc`:
```
current_design pac_ROM

set clk_period 4.4
set clk_io_pct 0.2

create_clock -name clk0 -period $clk_period [get_ports {clk}]

set non_clock_inputs [all_inputs -no_clocks]
set_input_delay [expr $clk_period * $clk_io_pct] -clock clk0 $non_clock_inputs
set_output_delay [expr $clk_period * $clk_io_pct] -clock clk0 [all_outputs]
```
`flow/design.v`:
```
module pac_ROM(
    clk,
    x,
    y,
    direction,
    pixel
);
input clk;
input [4:0] x,y;
input [3:0] direction;
output reg pixel;
reg [23: 0] counter;
reg flag;
localparam L = 4'b1000;
localparam U = 4'b0100;
localparam R = 4'b0010;
localparam D = 4'b0001;
    localparam PAC_RIGHT = {
        16'b0000011111100000,
        16'b0000111111110000,
        16'b0001111111111100,
        16'b0011111111111100,
        16'b0011111111111110,
        16'b0000111111111110,
        16'b0000000111111111,
        16'b0000000000111111,
        16'b0000000000111111,
        16'b0000000111111111,
        16'b0000111111111110,
        16'b0011111111111110,
        16'b0011111111111100,
        16'b0001111111111100,
        16'b0000111111110000,
        16'b0000001111000000
        };
        localparam PAC_RIGHT_WIDE = {
            16'b0000011111100000,
            16'b0000111111110000,
            16'b0000011111111100,
            16'b0000001111111100,
            16'b0000000111111110,
            16'b0000000011111110,
            16'b0000000001111111,
            16'b0000000000111111,
            16'b0000000000111111,
            16'b0000000001111111,
            16'b0000000011111110,
            16'b0000000111111110,
            16'b0000001111111100,
            16'b0000011111111100,
            16'b0000111111110000,
            16'b0000001111000000
        };
    localparam PAC_LEFT = {
        16'b0000011111100000,
        16'b0000111111110000,
        16'b0011111111111000,
        16'b0011111111111100,
        16'b0111111111111100,
        16'b1111111111110000,
        16'b1111111110000000,
        16'b1111110000000000,
        16'b1111110000000000,
        16'b1111111110000000,
        16'b1111111111110000,
        16'b0111111111111100,
        16'b0011111111111100,
        16'b0011111111111000,
        16'b0000111111110000,
        16'b0000001111000000
        };
        localparam PAC_LEFT_WIDE = {
            16'b0000011111100000,
            16'b0000111111110000,
            16'b0011111111100000,
            16'b0011111111000000,
            16'b0111111110000000,
            16'b1111111100000000,
            16'b1111111000000000,
            16'b1111110000000000,
            16'b1111110000000000,
            16'b1111111000000000,
            16'b1111111100000000,
            16'b0111111110000000,
            16'b0011111111000000,
            16'b0011111111100000,
            16'b0000111111110000,
            16'b0000001111000000
            };
            localparam PAC_UP = {
                16'b0000000000000000,
                16'b0000000000000000,
                16'b0001100000011000,
                16'b0011100000011100,
                16'b0111110000111110,
                16'b1111110000111110,
                16'b1111110000111111,
                16'b1111111001111111,
                16'b1111111001111111,
                16'b1111111001111111,
                16'b1111111111111110,
                16'b0111111111111110,
                16'b0011111111111100,
                16'b0011111111111100,
                16'b0000111111110000,
                16'b0000001111000000
                };
            localparam PAC_UP_WIDE = {
                16'b0000000000000000,
                16'b0000000000000000,
                16'b0000000000000000,
                16'b0000000000000000,
                16'b0000000000000000,
                16'b0110000000000110,
                16'b1111000000001111,
                16'b1111100000011111,
                16'b1111110000111111,
                16'b1111111001111111,
                16'b1111111111111110,
                16'b0111111111111110,
                16'b0011111111111100,
                16'b0011111111111100,
                16'b0000111111110000,
                16'b0000001111000000
                };
            localparam PAC_DOWN = {
                16'b0000011111100000,
                16'b0000111111110000,
                16'b0011111111111100,
                16'b0011111111111100,
                16'b0111111111111110,
                16'b1111111111111110,
                16'b1111111001111111,
                16'b1111111001111111,
                16'b1111111001111111,
                16'b1111110000111111,
                16'b1111110000111110,
                16'b0111110000111110,
                16'b0011100000011100,
                16'b0001100000011000,
                16'b0000000000000000,
                16'b0000000000000000
                };
                localparam PAC_DOWN_WIDE = {
                    16'b0000011111100000,
                    16'b0000111111110000,
                    16'b0011111111111100,
                    16'b0011111111111100,
                    16'b0111111111111110,
                    16'b1111111111111110,
                    16'b1111111001111111,
                    16'b1111110000111111,
                    16'b1111100000011111,
                    16'b1111000000001111,
                    16'b0110000000000110,
                    16'b0000000000000000,
                    16'b0000000000000000,
                    16'b0000000000000000,
                    16'b0000000000000000,
                    16'b0000000000000000
                    };
    initial begin
        counter = 0;
        flag = 0;
    end
    always @(posedge clk)
    begin
        if (counter == 10000000)
        begin
            counter <= 0;
            flag <= ~flag;
        end
        else
            counter <= counter + 1;
    end
    always @(posedge clk)
    begin
        case (direction)
            L:
            begin
                if (flag)
                    pixel <= PAC_LEFT[(y / 3) * 2 * 12 + (x / 3) * 2];
                else
                    pixel <= PAC_LEFT_WIDE[(y/3) * 2 * 12 + (x/ 3) * 2];
            end
            U:
            begin
                if (flag)
                    pixel <= PAC_UP[(y / 3) * 2 * 12 + (x / 3) * 2];
                else
                    pixel <= PAC_UP_WIDE[(y/3) * 2 * 12 + (x/3) * 2];
            end
            R:
            begin
                if (flag)
                    pixel <= PAC_RIGHT[(y / 3) * 2 * 12 + (x / 3) * 2];
                else
                    pixel <= PAC_RIGHT_WIDE[(y / 3) * 2 * 12 + (x / 3) * 2];
            end
            D:
            begin
                if (flag)
                    pixel <= PAC_DOWN[(y / 3) * 2 * 12 + (x / 3) * 2];
                else
                    pixel <= PAC_DOWN_WIDE[(y / 3) * 2 * 12 + ( x / 3) * 2];
            end
            default: 
            begin
                pixel <= PAC_RIGHT[(y/3) * 2 * 12 + (x/3) * 2];
            end
        endcase
    end
endmodule
```
==> ds_physical_params.txt <==
Summary of implementation characteristics

Parameter                              Value

Outcome
  Run status .................. finished, violations left
  Failing checks .................. negative setup slack

Setup path
  Critical-path top delay cell .................. sky130_fd_sc_hd__fa_2
  Critical Path Max Stage Delay .................. 0.60 ns
  Chain of cells forming the critical path .................. buf_8, nor4b_4, a21oi_2, mux2i_2, nand2_1, a21oi_2, ha_4, o221ai_2, o21ai_1, o21ai_1, nand4_1, ha_4, fa_2, xor2_4, buf_6, o31a_1, a21oi_2, a41oi_2, a31oi_1, o32a_1, a2bb2oi_2, o31ai_1
  Buf+Inv Stages, Crit Path .................. 2
  Arrival time of data at the critical path endpoint .................. 4.92 ns
  Critical path endpoint category .................. flip-flop
  Crit path max-delay family .................. AND-OR/OR-AND gates
  WP data required .................. 4.59 ns
  Critical register-to-register path startpoint .................. flag$_DFFE_PN_
  Critical Path Source Type .................. input port
  Startpoint of the most critical setup path .................. y[1]
  Crit path kind .................. in2reg
  Cell with the most instances on the worst path .................. sky130_fd_sc_hd__a21oi_2
  Maximum fanout encountered on the critical timing path .................. 5

Yosys
  Combined area of all synthesized cells .................. 0.00290 mm²
  Post-synthesis cell count from yosys .................. 380
  Most instantiated library cell after synthesis .................. sky130_fd_sc_hd__nand2_1
  Syn Area/Cell .................. 7.62 µm²
  Synth Warn # .................. 1
  Post-synth seq share .................. 18.3%
  Unique masters post-synth .................. 69
  Synth cell count leaders .................. 39 x sky130_fd_sc_hd__nand2_1, 36 x sky130_fd_sc_hd__nor2_1, 25 x sky130_fd_sc_hd__dfxtp_1
  Main flop type after synthesis .................. sky130_fd_sc_hd__dfxtp_1
  Largest area contributor in the netlist .................. sky130_fd_sc_hd__dfxtp_1
  Cell types occupying the most area after synthesis .................. sky130_fd_sc_hd__dfxtp_1 17%, sky130_fd_sc_hd__xnor2_1 6.1%, sky130_fd_sc_hd__ha_1 5.2%
  Share of flip-flops with an asynchronous set or reset after synthesis .................. 0%
  Yosys stat area .................. 0.00290 mm²
  Top cell type's share of synthesized area .................. 17.3%
  Number of flops mapped to enable cells by yosys .................. 1
  Post-synthesis sequential element count .................. 26
  Instance count of the mapped netlist .................. 380

Place
  Number of placed cells counting well taps .................. 601
  Port Buffers .................. 15
  Placer Congestion .................. 0.960
  Detail Placement HPWL .................. 6130 µm

Global routing
  Overall track demand over capacity in global routing .................. 16.9%
  Largest net degree at the start of global routing .................. 16
  Wire length of the first global-routing pass .................. 13900 µm
  Vias in the first global route .................. 3130
  Initial antenna violation count .................. 0
  Remaining global-route overflow .................. 0

STA
  Max frequency .................. 0.211 GHz
  Tcrit/Tclk final .................. 108%
  Fin crit period .................. 4.73 ns
  Worst-Margin Slew .................. 0.672 ns
  Worst hold margin .................. 0.482 ns
  Hold Fails Final Rpt .................. 0
  Max_slew headroom .................. 54.8%
  RSZ-0062 raised after global routing .................. true
  Clock tree skew after final layout .................. 0.00688 ns
  Fin worst setup slack .................. -0.334 ns
  Final setup violation count .................. 1
  Pins over their slew limit .................. 0

CTS
  Clock Sinks .................. 26
  Number of buffers created by CTS .................. 3
  H-tree levels .................. 1
  TritonCTS clock tree .................. built
  Buffers from clock root to sink, at most .................. 2
  Clock latency on the worst-skew pair .................. 0.27 ns
  Clock root buffer master .................. sky130_fd_sc_hd__clkbuf_8
  Post-cts hold-fix buffer tally .................. 0
  Clock-pin slew on the worst setup and hold paths .................. 0.09 ns

Route
  Number of design-rule violations left by the first detailed-router iteration .................. 137
  Routed length on met2 .................. 3730 µm
  Detailed-routed wire length on met3 .................. 320 µm
  Max layer used .................. met4
  Mean routed wirelength per cell .................. 13.3 µm
  Post-route ant nets .................. 0
  Drt total wl .................. 8200 µm
  Final antenna diode count .................. 0
  Vias .................. 3264
  DRT Pass-1 Iters .................. 4
  Drc violations .................. 0
  Vias per std cell .................. 5.28
  Routed length on met1 .................. 4080 µm

Pwr
  Static leakage .................. 1.75 nW
  Sum of internal, switching and leakage power .................. 0.00180 W
  Areal power density over the cells .................. 411 mW/mm²
  Largest vdd supply drop .................. 0.200 mV

Run
  OpenROAD warnings .................. 30
  Count of maximum capacitance violations .................. 0

Finish
  Layout Area Growth over Synthesis .................. 51.4%
  Number of standard cells in the final layout excluding fillers .................. 618
  Share of cells above drive strength 1 .................. 37.6%

Die
  Die Span Y .................. 100 µm
  Die X .................. 100 µm
  DIE AREA .................. 0.0100 mm²
  Core area .................. 0.00928 mm²
  I/O pin count .................. 16
  Row count .................. 35
  Effective utilization at floorplan .................. 31.2%

Worst hold path
  Critical hold path startpoint .................. counter[0]$_SDFF_PN0_
  Type of the most critical hold path .................. reg2reg
[logic make-up after synthesis]
family	synth area share, %
multiplexers	2.68
AND/OR/NAND/NOR	30.4
AND-OR/OR-AND	27.9
flip-flops	18.3
adder cells (fa/ha/maj)	6.57
XOR/XNOR	10.2
buffers and inverters	3.93
[cell usage in the layout, fill, tap and decap left out, types with 8 or more instances in the layout]
cell / instances
sky130_fd_sc_hd__a21oi_1: 18
sky130_fd_sc_hd__nand2_1: 36
sky130_fd_sc_hd__inv_1: 10
sky130_fd_sc_hd__a31oi_1: 9
sky130_fd_sc_hd__buf_4: 101
sky130_fd_sc_hd__xor2_1: 10
sky130_fd_sc_hd__clkdlybuf4s50_1: 10
sky130_fd_sc_hd__o21ai_0: 10
sky130_fd_sc_hd__dfxtp_1: 25
sky130_fd_sc_hd__ha_1: 8
sky130_fd_sc_hd__xnor2_1: 19
sky130_fd_sc_hd__nor3_1: 9
sky130_fd_sc_hd__nand3_1: 15
sky130_fd_sc_hd__nor2_1: 33
[report_power, final]
part           leakage (nW)  internal [W]  total (W)  switching (W)
registers             0.213      0.000241   0.000243     0.00000199
logic                  1.50      0.000696    0.00136       0.000665
clock network        0.0357      0.000122   0.000196      0.0000744
[area by class of cell]
cell class              count  area [µm²]
clock buffers               3        41.3
inverters                  13        51.3
well taps                 129         161
clock inverters             1        30.0
multi-input cells         326        2620
repair buffers            120         953
flip-flops and latches     26         531
fillers                   850        4900
[worst paths after layout]
| path | to | depth (start not counted) | slack, ns |
|---|---|---|---|
| setup / recovery | pixel$_DFF_P_ | 22 | -0.33 |
| hold / removal | counter[0]$_SDFF_PN0_ | 1 | 0.48 |
| setup reg to reg | pixel$_DFF_P_ | 7 | 2.11 |
| hold reg to reg | counter[0]$_SDFF_PN0_ | 1 | 0.48 |
[routing by layer]
layer	track usage [%]	vias up
met3	0.992	10
met2	27.5	75
met4	2.56	0
li1	-	1653
met5	0	-
met1	25.5	1526
[through the flow]
| stage | setup TNS, ns | setup WS, ns | utilization, % | instance area, µm² |
|---|---|---|---|---|
| 2_1_floorplan | -0.351 | -0.351 | - | 2980 |
| 3_3_place_gp | -0.970 | -0.970 | 42.2 | 3910 |
| 3_5_place_dp | -1.03 | -1.03 | 42.2 | 3910 |
| 4_1_cts | -0.219 | -0.219 | 46.5 | 4310 |
| 5_1_grt | -0.571 | -0.571 | 47.2 | 4380 |
| 6_report | -0.334 | -0.334 | 47.2 | 4380 |
[sequential cells by signal (all words and copies together) (netlist names)]
signal	count
counter	24
flag	1
pixel	1
[repair_timing]
| item | 4_1_cts | 5_1_grt |
|---|---|---|
| endpoints found under the setup margin | 1 | 1 |
| pin swaps | 26 | 19 |
| setup buffers | 13 | 1 |
| resized | 71 | 13 |
No activity file was given, so power comes from the tool's default toggle rates.
